`flow/run.sh`:
```
#!/bin/bash
# OpenROAD 26Q1-2900-gdf79404cd8, Yosys 0.63+post, stock flow scripts
make -C /OpenROAD-flow-scripts/flow DESIGN_CONFIG=/design/flow/config.mk WORK_HOME=/design/flow/orfs finish
```
`flow/config.mk`:
```
export PLATFORM = sky130hd
export DESIGN_NAME = RegisterFile
export DESIGN_NICKNAME = RegisterFile
export VERILOG_FILES = /design/flow/design.v
export SDC_FILE = /design/flow/constraint.sdc
export NUM_CORES = 4
export LEC_CHECK = 1
export CORE_UTILIZATION = 40
```
`flow/constraint.sdc`:
```
current_design RegisterFile

set clk_period 1.7
set clk_io_pct 0.2

create_clock -name clk0 -period $clk_period [get_ports {Clock}]

set non_clock_inputs [all_inputs -no_clocks]
set_input_delay [expr $clk_period * $clk_io_pct] -clock clk0 $non_clock_inputs
set_output_delay [expr $clk_period * $clk_io_pct] -clock clk0 [all_outputs]
```
`flow/design.v`:
```
`timescale 1ns / 1ps
module RegisterFile(
    input wire[1:0] RS,
    input wire[1:0] RT,
    input wire[1:0] RD,
    input wire[15:0] WriteData,
    input wire RegWrite,
    input wire Clock,
    output wire[15:0] ReadRS,
    output wire[15:0] ReadRT
);
reg[15:0] Registers[3:0]; 
integer i;
initial 
begin
    for(i = 0; i < 4; i = i + 1)
        Registers[i] <= 16'd0;
end
always @(posedge Clock) 
  begin
    if (RegWrite && RD != 2'b00) begin
        Registers[RD] <= WriteData;
  end
end
assign ReadRS = Registers[RS]; 
assign ReadRT = Registers[RT];
endmodule
```
==> results.ini <==
[floorplan]
core_um2=6760
initCoreUtil_pct=41.4
die_w_um=85.6
chipArea_um2=7330
io_pins=56
fp.dieH_um=85.6
fp-row-count=30

[detailed_routing]
drtIter0Drc=64
drc_errors=0
viasPerCell=5.23
wl_per_cell_um=18.9
wl_mm=5.30
num_antenna_cells=0
vias=1465
final_antenna_net_count=0
dr.pass1.iters=4

[pwr]
p_int_w=0.00263
switchingPower_w=0.000660
power_switching_share_pct=20.1
peakVddDrop_mv=0.593
p_per_area_nw_per_um2=906
pwr-share-comb_pct=12.5
seqPwrFrac_pct=57.0
power.leakage_nw=1.31
p_clk_share_pct=30.5

[logic_synthesis]
synth_warnings=1
synth_flops=64
avgSynthCellArea_um2=25.9
ys_area_um2=2800
ys_cells=108
synth_cells=108
syn-cell-area_um2=2800
ys_seq_share_pct=68.7
ys_types=9

[layout]
top_register=Registers
reg.largest.list=Registers (64)
largest_reg_flops=64
syn2layout_area_growth_pct=29.7
fill_cells=547
stdcell_count=280
postLayoutCellArea_um2=3630
drive_above_1_share_pct=46.0
utilization_pct=53.7

[critical_path]
path_buffers=2
crit_path_end=ReadRT[8]
crit_type=flop to output pin
crit_slowest_cell=mux4_2
critical_path.top_delay_family=multiplexers
cp_max_fo=2
path_depth=3
crit_path_cell_trace=buf_6 -> mux4_2 -> buf_2
slowest_delay_ps=470
cp-start-kind=flop
startpoint=Registers[3][8]
critPathCaptureType=output pin
required_ps=1360
worst_ep_arrival_time_ps=1460

[grt]
antenna_found_initial=0
grt.total_usage_pct=17.1
grt_pass1_vias=1555
grt_pass1_wl_mm=8.15
grt_start_max_net_pins=17
grt-ovfl-total=0

[place]
dp_slack_ps=-718
place_congestion=0.691
port_buffers=55
dp_cells=259
placed_area_um2=3550
hpwl_mm=3.23

[timing]
whs_ps=634
fin_ws_ps=-102
fmax_mhz=555
rsz0062_at_grt=yes
slew_viol_final=0
period_minus_slack_ps=1800
hold_viol=0
finalSetupViolations=3
min_period_over_period_pct=106

[clock_tree]
cts_root_buf=clkbuf_8
clkTransAtPathRegs_ps=60
cts_tree=yes
cts_buffers=9
clock-sinks=64
clk_path_buf_depth=2
htree_levels=3

[min_path]
hold_path_class=primary input to flop

[run]
tool_warnings=27
cap_violations=0

[outcome]
violations=negative setup slack
outcome=complete, but fails checks

==> placed cells by master, fill, tap and decap left out <==
cell             Yosys  layout
and3_1               1       1
and3b_1              2       2
buf_12               2       5
buf_16               0       2
buf_2                4      32
buf_4                0       7
buf_6                2       1
bufbuf_16            0       2
clkbuf_1             0       4
clkbuf_8             0       9
clkdlybuf4s15_2      0       2
clkdlybuf4s50_1      0      19
clkinv_1             0       2
conb_1               1      16
edfxtp_1            64      64
mux4_2              20      32
==> metal layers <==
| metal | GRT usage (%) | vias up | routed length, µm |
|---|---|---|---|
| li1 | - | 646 | - |
| met1 | 25.3 | 732 | 1950 |
| met2 | 25.6 | 76 | 2630 |
| met3 | 9.38 | 11 | 598 |
| met4 | 2.88 | 0 | 125 |
| met5 | 0 | - | 0 |
==> cells in the mapped netlist <==
library cell  number  area [µm²]
edfxtp_1          64        1920
mux4_2            20         450
mux4_1            12         315
buf_2              4        20.0
and3b_1            2        17.5
buf_12             2        40.0
buf_6              2        22.5
and3_1             1        6.26
conb_1             1        3.75
==> cell type report <==
class,count,area [µm²],area share [%]
Clock buffer,13,139,3.83
Clock inverter,2,7.51,0.207
Multi-Input combinational cell,51,805,22.2
Sequential cell,64,1920,52.9
Tap cell,80,100,2.76
Timing Repair Buffer,70,657,18.1
==> worst min-delay path by stage <==
| stage | slack, ps | cells past startpoint | start | endpoint |
|---|---|---|---|---|
| finish | 630 | 1 | WriteData[9] | Registers[2][9] |
| global route | 630 | 1 | WriteData[0] | Registers[3][0] |
| CTS | 620 | 1 | WriteData[0] | Registers[3][0] |
==> cells by family (layout without fill, tap and decap cells) <==
logic type	count (synthesis)	count (layout)	share of synthesized area, %
multiplexers	32	32	27.4
other	1	16	0.134
AND/OR/NAND/NOR	3	3	0.850
buffers and inverters	8	85	2.95
flip-flops	64	64	68.7
==> per-stage QoR <==
step	total power [W]	TNS, ps
2_1_floorplan	0.00207	0
3_3_place_gp	0.00234	-20850
3_5_place_dp	0.00236	-21000
4_1_cts	0.00333	-222
5_1_grt	0.00343	-653
6_report	0.00329	-215
==> what timing repair did <==
| item | in CTS | in global routing |
|---|---|---|
| buffers inserted | 2 | 0 |
| endpoints found under the setup margin | 32 | 21 |
| resized | 128 | 1 |
| gates cloned | 4 | 0 |
| hold endpoints to repair | 0 | 0 |
| hold buffers | 0 | 0 |
==> power groups by stage <==
stage | clock, W | combinational, W | sequential [W]
4_1_cts | 0.00103 | 0.000422 | 0.00187
5_1_grt | 0.00110 | 0.000447 | 0.00188
6_report | 0.00100 | 0.000411 | 0.00187
Power and IR drop assume default switching activity.
