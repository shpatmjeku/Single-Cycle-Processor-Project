`design/flow/config.mk`:
```
export PLATFORM = sky130hd
export DESIGN_NAME = alu16bit
export DESIGN_NICKNAME = alu16bit
export VERILOG_FILES = /design/flow/design.v
export SDC_FILE = /design/flow/constraint.sdc
export NUM_CORES = 4
export LEC_CHECK = 1
export CORE_UTILIZATION = 50
```
`design/flow/constraint.sdc`:
```
current_design alu16bit

set clk_period 6.4
set clk_io_pct 0.2

create_clock -name clk0 -period $clk_period

set non_clock_inputs [all_inputs -no_clocks]
set_input_delay [expr $clk_period * $clk_io_pct] -clock clk0 $non_clock_inputs
set_output_delay [expr $clk_period * $clk_io_pct] -clock clk0 [all_outputs]
```
`design/flow/design.v`:
```
`timescale 1ns / 1ps
module AND(
    input A,
    input B,
    output reg rez
);
always @* begin
    case({A,B})
        2'b00: rez = 1'b0;
        2'b01: rez = 1'b0;
        2'b10: rez = 1'b0;
        2'b11: rez = 1'b1;
    endcase
end
endmodule
`timescale 1ns / 1ps
module OR(
    input A,
    input B,
    output reg rez
);
always @* begin
    case({A,B})
        2'b00: rez = 1'b0;
        2'b01: rez = 1'b1;
        2'b10: rez = 1'b1;
        2'b11: rez = 1'b1;
    endcase
end
endmodule
`timescale 1ns / 1ps
module RippleCarryAdder(
  input [15:0] A,
  input [15:0] B,
  input CIN,
  output [15:0]Sum,
  output Overflow 
    );
  wire [15:0] carry;
 mbledhesi inst0(A[0], B[0], CIN, Sum[0], carry[0]);
 mbledhesi inst1(A[1], B[1], carry[0], Sum[1], carry[1]);
 mbledhesi inst2(A[2], B[2], carry[1], Sum[2], carry[2]);
 mbledhesi inst3(A[3], B[3], carry[2], Sum[3], carry[3]);
 mbledhesi inst4(A[4], B[4], carry[3], Sum[4], carry[4]);
 mbledhesi inst5(A[5], B[5], carry[4], Sum[5], carry[5]);
 mbledhesi inst6(A[6], B[6], carry[5], Sum[6], carry[6]);
 mbledhesi inst7(A[7], B[7], carry[6], Sum[7], carry[7]);
 mbledhesi inst8(A[8], B[8], carry[7], Sum[8], carry[8]);
 mbledhesi inst9(A[9], B[9], carry[8], Sum[9], carry[9]);
 mbledhesi inst10(A[10], B[10], carry[9], Sum[10], carry[10]);
 mbledhesi inst11(A[11], B[11], carry[10], Sum[11], carry[11]);
 mbledhesi inst12(A[12], B[12], carry[11], Sum[12], carry[12]);
 mbledhesi inst13(A[13], B[13], carry[12], Sum[13], carry[13]);
 mbledhesi inst14(A[14], B[14], carry[13], Sum[14], carry[14]);
 mbledhesi inst23(A[15], B[15], carry[14], Sum[15], carry[15]);  
  assign Overflow = carry[14] ^ carry[15];
endmodule
`timescale 1ns / 1ps
module SLTI (
  input [15:0] A, 
  input [15:0] B, 
  output rezultatiSLTI 
);
  wire [15:0] Bnegative, rez;
  assign Bnegative = ~B;
  RippleCarryAdder zbriti(A,Bnegative,1'b1, rez, overflow);
  wire  overflow;
  assign rezultatiSLTI = overflow ^ rez[15];
endmodule
`timescale 1ns / 1ps
module XOR(
        input A,
        input B,
        output reg rez
    );
    always @* begin
    case({A,B})
        2'b00: rez = 1'b0;
        2'b01: rez = 1'b1;
        2'b10: rez = 1'b1;
        2'b11: rez = 1'b0;
    endcase
    end
endmodule
`timescale 1ns / 1ps
module alu16bit (
    input [15:0] A,
    input [15:0] B,
    input BNegate,
    input [2:0] Op,
    input [3:0] shamt,
    output Zero,
    output reg [15:0] Result,
    output Overflow,
    output CarryOut
);
    wire [14:0] COUT;
    wire [15:0] aResult;
    wire LessThanRslt;
    SLTI perSLTI(A, B, LessThanRslt);
    wire [15:0] ResultSLL, ResultSRA;
    barrelShifterSLL SLL(A, shamt, ResultSLL);
    barrelShifterSRA SRA(A, shamt, ResultSRA);
alu1bit ALU0(A[0], B[0], BNegate, BNegate, LessThanRslt, Op, aResult[0], COUT[0]); 
alu1bit ALU1(A[1], B[1], COUT[0], BNegate, 0, Op, aResult[1], COUT[1]);
alu1bit ALU2(A[2], B[2], COUT[1], BNegate, 0, Op, aResult[2], COUT[2]);
alu1bit ALU3(A[3], B[3], COUT[2], BNegate, 0, Op, aResult[3], COUT[3]);
alu1bit ALU4(A[4], B[4], COUT[3], BNegate, 0, Op, aResult[4], COUT[4]);
alu1bit ALU5(A[5], B[5], COUT[4], BNegate, 0, Op, aResult[5], COUT[5]);
alu1bit ALU6(A[6], B[6], COUT[5], BNegate, 0, Op, aResult[6], COUT[6]);
alu1bit ALU7(A[7], B[7], COUT[6], BNegate, 0, Op, aResult[7], COUT[7]);
alu1bit ALU8(A[8], B[8], COUT[7], BNegate, 0, Op, aResult[8], COUT[8]);
alu1bit ALU9(A[9], B[9], COUT[8], BNegate, 0, Op, aResult[9], COUT[9]);
alu1bit ALU10(A[10], B[10], COUT[9], BNegate, 0, Op, aResult[10], COUT[10]);
alu1bit ALU11(A[11], B[11], COUT[10], BNegate, 0, Op, aResult[11], COUT[11]);
alu1bit ALU12(A[12], B[12], COUT[11], BNegate, 0, Op, aResult[12], COUT[12]);
alu1bit ALU13(A[13], B[13], COUT[12], BNegate, 0, Op, aResult[13], COUT[13]);
alu1bit ALU14(A[14], B[14], COUT[13], BNegate, 0, Op, aResult[14], COUT[14]);
alu1bit ALU15(A[15], B[15], COUT[14], BNegate, 0, Op, aResult[15], CarryOut);
    always @(*) begin
        case(Op)
            3'b110: Result = ResultSLL; 
            3'b111: Result = ResultSRA; 
            default: Result = aResult; 
        endcase
      end
  assign Overflow = COUT[14] ^ CarryOut;  
      assign Zero = ~(aResult[0] | aResult[1] | aResult[2] | aResult[3] |
                    aResult[4] | aResult[5] | aResult[6] | aResult[7] |
                    aResult[8] | aResult[9] | aResult[10] | aResult[11] |
                    aResult[12] | aResult[13] | aResult[14] | aResult[15]);
endmodule
`timescale 1ns / 1ps
module alu1bit(
    input A,
    input B,
    input CIN,
    input BInvert, 
    input Less,
    input [2:0] Op, 
    output Result,
    output CarryOut
);
    wire JoB, B_mux, mbledhesiTeli, and_teli, or_teli, xor_teli;
    assign JoB = ~B;
    mux2ne1 B_mux2to1(B, JoB, BInvert, B_mux);
    AND andf(A, B_mux, and_teli);
    OR orf(A, B_mux, or_teli);
    XOR xorf(A, B_mux, xor_teli);
    mbledhesi m1(A, B_mux, CIN, mbledhesiTeli, CarryOut);
    mux8ne1 MuxiKryesor(
        .Hyrja0(and_teli),            
        .Hyrja1(Less),                
        .Hyrja2(or_teli),             
        .Hyrja3(xor_teli),            
        .Hyrja4(mbledhesiTeli),       
        .Hyrja5(1'b0),                
        .Hyrja6(1'b0),                
        .Hyrja7(1'b0),                
        .Sel(Op),
        .Dalja(Result)
    );
endmodule
`timescale 1ns / 1ps
module barrelShifterSLL(
  input [15:0] data, 
  input [3:0] shamt, 
  output reg [15:0] result
);
    wire [15:0] stage1, stage2, stage3, stage4;
    assign stage1 = shamt[0] ? {data[14:0], 1'b0} : data;
    assign stage2 = shamt[1] ? {stage1[13:0], 2'b00} : stage1;
    assign stage3 = shamt[2] ? {stage2[11:0], 4'b0000} : stage2;
    assign stage4 = shamt[3] ? {stage3[7:0], 8'b00000000} : stage3;
    always @* begin
        result = stage4;
    end
endmodule
`timescale 1ns / 1ps
module barrelShifterSRA(
    input [15:0] data, 
    input [3:0] shamt, 
    output reg [15:0] result
);
    wire [15:0] stage1, stage2, stage3, stage4;
    wire signBit = data[15];
    assign stage1 = shamt[0] ? {{1{signBit}}, data[15:1]} : data;
    assign stage2 = shamt[1] ? {{2{signBit}}, stage1[15:2]} : stage1;
    assign stage3 = shamt[2] ? {{4{signBit}}, stage2[15:4]} : stage2;
    assign stage4 = shamt[3] ? {{8{signBit}}, stage3[15:8]} : stage3;
    always @* begin
        result = stage4;
    end
endmodule
`timescale 1ns / 1ps
module mbledhesi(
    input A,
    input B,
    input CIN,
    output Shuma,
    output COUT
    );
    assign Shuma = A ^ B ^ CIN;
    assign COUT = CIN & A | CIN & B | A & B;
endmodule
`timescale 1ns / 1ps
module mux2ne1(
    input A,
    input B,
    input Sel,
    output Out
);
    assign Out = Sel ? B : A;
endmodule
`timescale 1ns / 1ps
module mux8ne1(
    input Hyrja0,
    input Hyrja1,
    input Hyrja2,
    input Hyrja3,
    input Hyrja4,
    input Hyrja5,
    input Hyrja6,
    input Hyrja7,
    input [2:0] Sel,
    output reg Dalja
);
   always @* begin
     case(Sel)
        3'b000: Dalja = Hyrja0;
        3'b001: Dalja = Hyrja1;
        3'b010: Dalja = Hyrja2;
        3'b011: Dalja = Hyrja3;
        3'b100: Dalja = Hyrja4; 
    endcase
    end
endmodule
```
`design/flow/run.sh`:
```
#!/bin/bash
# OpenROAD 26Q1-2900-gdf79404cd8, Yosys 0.63+post, stock flow scripts
make -C /OpenROAD-flow-scripts/flow DESIGN_CONFIG=/design/flow/config.mk WORK_HOME=/design/flow/orfs finish
```
==> impl_metrics.json <==
{
  "status": "finished with violations",
  "violations": "setup timing",
  "cpMostUsedCell": "fa_2",
  "untimed_endpoints": 17,
  "synth-edff-count": 0,
  "worstSetupStartpointType": "input pin",
  "dpl_cell_area_um2": 4584,
  "antennaDiodeCount": 0,
  "utilization_pct": 63.86,
  "gp_congestion": 0.9769,
  "use_met3_pct": 5.298,
  "ys_warn_count": 22,
  "warning_count": 53,
  "layout-drive-gt1-share_pct": 18.18,
  "max_slew_margin_pct": 46.71,
  "track_usage_pct": 32.69,
  "holdWs_ns": 3.666,
  "num_rows": 31,
  "syn_area_um2": 3771,
  "firstDrtPassIters": 6,
  "cp_slowest_cell": "fa_2",
  "required_ns": 5.12,
  "yosys.area.top_type_share_pct": 10.95,
  "fmax_mhz": 123.9,
  "top_cells_by_count": "inv_1, nand2_1, nor2_1, ha_1",
  "vias": 3807,
  "drc": 0,
  "fp_util_pct": 51.99,
  "hpwl_um": 9510,
  "synth-async-reset-ratio_pct": 0,
  "slowest_delay_ns": 0.40,
  "die_area_um2": 7893,
  "hold_violations": 0,
  "finalCritPeriodShare_pct": 126.1,
  "num_io_pins": 59,
  "setup_viol": 2,
  "top_cell": "inv_1",
  "ys_area_um2": 3771,
  "overflow": 0,
  "grt_pass1_vias": 3471,
  "avgSynthCellArea_um2": 7.696,
  "dp.cells": 647,
  "final.setup.worst_slack_ns": -1.670,
  "antenna_found_initial": 0,
  "ant_nets": 0,
  "wirelength_um": 11970,
  "cp-end-kind": "output pin",
  "syn_inst": 490,
  "synth_flops": 16,
  "dr.first_iter.drc_count": 275,
  "fin_setup_tns_ns": -3.316,
  "crit_type": "input pin to output pin",
  "synth.distinct_cells": 63,
  "pre_cts_slack_ns": -2.561,
  "arrival_ns": 6.79,
  "grt_max_degree": 46,
  "unclocked_pins": 16,
  "totalPowerFinal_uw": 382.1,
  "via_per_inst": 5.866,
  "yosysTopAreaCell": "ha_1",
  "ys_cells": 490,
  "period_minus_slack_ns": 8.070,
  "syn_to_final_growth_pct": 22.83,
  "slew_violations": 0,
  "grtUsageMet2_pct": 49.51,
  "area_leaders": "ha_1, fa_1, mux2i_1",
  "coreArea_um2": 7253,
  "gr-usage-met1_pct": 51.73,
  "die_y_um": 88.85,
  "crit_fanout": 2,
  "grt_pass1_wl_um": 18750,
  "powerDensity_nw_per_um2": 82.49,
  "worst_slew_pin_slew_ns": 0.7969,
  "finalInstanceArea_um2": 4632,
  "ff_type": "dlxtn_1",
  "port_buffers": 59,
  "rsz0062_at_grt": "yes",
  "grt-busiest-layer": "met1",
  "max_cap_violations": 0,
  "p_leak_nw": 2.098,
  "die_w_um": 88.85,
  "hp-class": "input pin to output pin",
  "wl_per_cell_um": 18.44,
  "peakVddDrop_mv": 0.04191,
  "instances_no_fill": 649
}
-- final cells by class --
class,instances,area (um2)
sequential,16,240.2
fill,635,2621
inverter,58,217.7
multi-input combinational,377,3159
timing repair buffer,99,890.9
tap,99,123.9
-- worst paths after layout --
path | from | to | slack [ns] | cells past startpoint
worst min-delay path | A[0] | Result[1] | 3.67 | 6
worst max-delay path | B[1] | Overflow | -1.67 | 25
-- where the power goes --
group          leakage [nW]  total (mW)  switching (mW)  internal (mW)
Sequential            0.127      0.0171         0.00405         0.0131
Clock                     0           0               0              0
Combinational          1.97       0.365           0.189          0.176
Total                  2.10       0.382           0.193          0.189
-- worst max-delay path: cells and delay by family --
kind                       cells  cell delay (ns)
buffers and inverters          8             0.52
adders and majority gates     15             4.68
xor gates and xnor gates       2             0.30
-- metal layers --
layer / wire length, um / part of all wire, % / vias up
met4: 146 / 1.2 / 0
li1: - / - / 1897
met3: 833 / 7.0 / 8
met5: 0 / 0 / -
met2: 5341 / 45 / 132
met1: 5644 / 47 / 1770
-- kinds of logic after synthesis --
family                   Yosys count  share of synthesized area [%]
AND-OR/OR-AND                    135                          25.51
XOR/XNOR                          17                          3.948
adder cells (fa/ha/maj)           52                          20.24
buffers and inverters             97                          11.68
latches                           16                          6.370
multiplexers                      48                          16.82
AND/OR/NAND/NOR                  125                          15.43
-- cell usage in the layout (no fill, tap or decap), types with 16 or more instances in the layout --
master / synthesis / routed
a222oi_1: 16 / 16
inv_1: 57 / 50
clkdlybuf4s50_1: 0 / 50
buf_4: 0 / 39
a21oi_1: 26 / 26
mux2i_1: 27 / 26
dlxtn_1: 16 / 16
nand2_1: 42 / 42
nor2_1: 40 / 40
ha_1: 33 / 33
o21ai_0: 27 / 27
-- what timing repair did --
action                     in CTS  in global routing
hold endpoints to repair        0                  0
hold buffers                    0                  0
pin swaps                      17                  3
resized                        36                  2
setup buffers                   2                  0
gates cloned                    0                  0
setup endpoints to repair       2                  2
Power figures rest on the tool's default switching activity, not on a simulated workload.
