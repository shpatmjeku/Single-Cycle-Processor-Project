<file path="design.v">
`timescale 1ns / 1ps
module mbledhesiCLA(
    input [15:0] A,
    input [15:0] B,
    input CIN,
    output [15:0] S
    );
    wire g0, g1, g2, g3, g4, g5, g6, g7, g8, g9, g10, g11, g12, g13, g14, g15;
    wire p0, p1, p2, p3, p4, p5, p6, p7, p8, p9, p10, p11, p12, p13, p14, p15;
    wire c0, c1, c2, c3, c4, c5, c6, c7, c8, c9, c10, c11, c12, c13, c14;
      and (g0, A[0], B[0]), (g1, A[1], B[1]), (g2, A[2], B[2]), (g3, A[3], B[3]),
        (g4, A[4], B[4]), (g5, A[5], B[5]), (g6, A[6], B[6]), (g7, A[7], B[7]),
        (g8, A[8], B[8]), (g9, A[9], B[9]), (g10, A[10], B[10]), (g11, A[11], B[11]),
        (g12, A[12], B[12]), (g13, A[13], B[13]), (g14, A[14], B[14]), (g15, A[15], B[15]);
    xor (p0, A[0], B[0]), (p1, A[1], B[1]), (p2, A[2], B[2]), (p3, A[3], B[3]),
        (p4, A[4], B[4]), (p5, A[5], B[5]), (p6, A[6], B[6]), (p7, A[7], B[7]),
        (p8, A[8], B[8]), (p9, A[9], B[9]), (p10, A[10], B[10]), (p11, A[11], B[11]),
        (p12, A[12], B[12]), (p13, A[13], B[13]), (p14, A[14], B[14]), (p15, A[15], B[15]);
    xor (S[0], p0, CIN),
        (S[1], p1, c0),
        (S[2], p2, c1),
        (S[3], p3, c2),
        (S[4], p4, c3),
        (S[5], p5, c4),
        (S[6], p6, c5),
        (S[7], p7, c6),
        (S[8], p8, c7),
        (S[9], p9, c8),
        (S[10], p10, c9),
        (S[11], p11, c10),
        (S[12], p12, c11),
        (S[13], p13, c12),
        (S[14], p14, c13),
        (S[15], p15, c14);
assign c0 = g0 | (p0 & CIN),
       c1 = g1 | (p1 & g0) | (p1 & p0 & CIN),
       c2 = g2 | (p2 & g1) | (p2 & p1 & g0) | (p2 & p1 & p0 & CIN),
       c3 = g3 | (p3 & g2) | (p3 & p2 & g1) | (p3 & p2 & p1 & g0) | (p3 & p2 & p1 & p0 & CIN),
       c4 = g4 | (p4 & g3) | (p4 & p3 & g2) | (p4 & p3 & p2 & g1) | (p4 & p3 & p2 & p1 & g0) | (p4 & p3 & p2 & p1 & p0 & CIN),
       c5 = g5 | (p5 & g4) | (p5 & p4 & g3) | (p5 & p4 & p3 & g2) | (p5 & p4 & p3 & p2 & g1) | (p5 & p4 & p3 & p2 & p1 & g0) | (p5 & p4 & p3 & p2 & p1 & p0 & CIN),
       c6 = g6 | (p6 & g5) | (p6 & p5 & g4) | (p6 & p5 & p4 & g3) | (p6 & p5 & p4 & p3 & g2) | (p6 & p5 & p4 & p3 & p2 & g1) | (p6 & p5 & p4 & p3 & p2 & p1 & g0) | (p6 & p5 & p4 & p3 & p2 & p1 & p0 & CIN),
       c7 = g7 | (p7 & g6) | (p7 & p6 & g5) | (p7 & p6 & p5 & g4) | (p7 & p6 & p5 & p4 & g3) | (p7 & p6 & p5 & p4 & p3 & g2) | (p7 & p6 & p5 & p4 & p3 & p2 & g1) | (p7 & p6 & p5 & p4 & p3 & p2 & p1 & g0) | (p7 & p6 & p5 & p4 & p3 & p2 & p1 & p0 & CIN),
       c8 = g8 | (p8 & g7) | (p8 & p7 & g6) | (p8 & p7 & p6 & g5) | (p8 & p7 & p6 & p5 & g4) | (p8 & p7 & p6 & p5 & p4 & g3) | (p8 & p7 & p6 & p5 & p4 & p3 & g2) | (p8 & p7 & p6 & p5 & p4 & p3 & p2 & g1) | (p8 & p7 & p6 & p5 & p4 & p3 & p2 & p1 & g0) | (p8 & p7 & p6 & p5 & p4 & p3 & p2 & p1 & p0 & CIN),
       c9 = g9 | (p9 & g8) | (p9 & p8 & g7) | (p9 & p8 & p7 & g6) | (p9 & p8 & p7 & p6 & g5) | (p9 & p8 & p7 & p6 & p5 & g4) | (p9 & p8 & p7 & p6 & p5 & p4 & g3) | (p9 & p8 & p7 & p6 & p5 & p4 & p3 & g2) | (p9 & p8 & p7 & p6 & p5 & p4 & p3 & p2 & g1) | (p9 & p8 & p7 & p6 & p5 & p4 & p3 & p2 & p1 & g0) | (p9 & p8 & p7 & p6 & p5 & p4 & p3 & p2 & p1 & p0 & CIN),
       c10 = g10 | (p10 & g9) | (p10 & p9 & g8) | (p10 & p9 & p8 & g7) | (p10 & p9 & p8 & p7 & g6) | (p10 & p9 & p8 & p7 & p6 & g5) | (p10 & p9 & p8 & p7 & p6 & p5 & g4) | (p10 & p9 & p8 & p7 & p6 & p5 & p4 & g3) | (p10 & p9 & p8 & p7 & p6 & p5 & p4 & p3 & g2) | (p10 & p9 & p8 & p7 & p6 & p5 & p4 & p3 & p2 & g1) | (p10 & p9 & p8 & p7 & p6 & p5 & p4 & p3 & p2 & p1 & g0) | (p10 & p9 & p8 & p7 & p6 & p5 & p4 & p3 & p2 & p1 & p0 & CIN),
       c11 = g11 | (p11 & g10) | (p11 & p10 & g9) | (p11 & p10 & p9 & g8) | (p11 & p10 & p9 & p8 & g7) | (p11 & p10 & p9 & p8 & p7 & g6) | (p11 & p10 & p9 & p8 & p7 & p6 & g5) | (p11 & p10 & p9 & p8 & p7 & p6 & p5 & g4) | (p11 & p10 & p9 & p8 & p7 & p6 & p5 & p4 & g3) | (p11 & p10 & p9 & p8 & p7 & p6 & p5 & p4 & p3 & g2) | (p11 & p10 & p9 & p8 & p7 & p6 & p5 & p4 & p3 & p2 & g1) | (p11 & p10 & p9 & p8 & p7 & p6 & p5 & p4 & p3 & p2 & p1 & g0) | (p11 & p10 & p9 & p8 & p7 & p6 & p5 & p4 & p3 & p2 & p1 & p0 & CIN),
       c12 = g12 | (p12 & g11) | (p12 & p11 & g10) | (p12 & p11 & p10 & g9) | (p12 & p11 & p10 & p9 & g8) | (p12 & p11 & p10 & p9 & p8 & g7) | (p12 & p11 & p10 & p9 & p8 & p7 & g6) | (p12 & p11 & p10 & p9 & p8 & p7 & p6 & g5) | (p12 & p11 & p10 & p9 & p8 & p7 & p6 & p5 & g4) | (p12 & p11 & p10 & p9 & p8 & p7 & p6 & p5 & p4 & g3) | (p12 & p11 & p10 & p9 & p8 & p7 & p6 & p5 & p4 & p3 & g2) | (p12 & p11 & p10 & p9 & p8 & p7 & p6 & p5 & p4 & p3 & p2 & g1) | (p12 & p11 & p10 & p9 & p8 & p7 & p6 & p5 & p4 & p3 & p2 & p1 & g0) | (p12 & p11 & p10 & p9 & p8 & p7 & p6 & p5 & p4 & p3 & p2 & p1 & p0 & CIN),
       c13 = g13 | (p13 & g12) | (p13 & p12 & g11) | (p13 & p12 & p11 & g10) | (p13 & p12 & p11 & p10 & g9) | (p13 & p12 & p11 & p10 & p9 & g8) | (p13 & p12 & p11 & p10 & p9 & p8 & g7) | (p13 & p12 & p11 & p10 & p9 & p8 & p7 & g6) | (p13 & p12 & p11 & p10 & p9 & p8 & p7 & p6 & g5) | (p13 & p12 & p11 & p10 & p9 & p8 & p7 & p6 & p5 & g4) | (p13 & p12 & p11 & p10 & p9 & p8 & p7 & p6 & p5 & p4 & g3) | (p13 & p12 & p11 & p10 & p9 & p8 & p7 & p6 & p5 & p4 & p3 & g2) | (p13 & p12 & p11 & p10 & p9 & p8 & p7 & p6 & p5 & p4 & p3 & p2 & g1) | (p13 & p12 & p11 & p10 & p9 & p8 & p7 & p6 & p5 & p4 & p3 & p2 & p1 & g0) | (p13 & p12 & p11 & p10 & p9 & p8 & p7 & p6 & p5 & p4 & p3 & p2 & p1 & p0 & CIN),
       c14 = g14 | (p14 & g13) | (p14 & p13 & g12) | (p14 & p13 & p12 & g11) | (p14 & p13 & p12 & p11 & g10) | (p14 & p13 & p12 & p11 & p10 & g9) | (p14 & p13 & p12 & p11 & p10 & p9 & g8) | (p14 & p13 & p12 & p11 & p10 & p9 & p8 & g7) | (p14 & p13 & p12 & p11 & p10 & p9 & p8 & p7 & g6) | (p14 & p13 & p12 & p11 & p10 & p9 & p8 & p7 & p6 & g5) | (p14 & p13 & p12 & p11 & p10 & p9 & p8 & p7 & p6 & p5 & g4) | (p14 & p13 & p12 & p11 & p10 & p9 & p8 & p7 & p6 & p5 & p4 & g3) | (p14 & p13 & p12 & p11 & p10 & p9 & p8 & p7 & p6 & p5 & p4 & p3 & g2) | (p14 & p13 & p12 & p11 & p10 & p9 & p8 & p7 & p6 & p5 & p4 & p3 & p2 & g1) | (p14 & p13 & p12 & p11 & p10 & p9 & p8 & p7 & p6 & p5 & p4 & p3 & p2 & p1 & g0) | (p14 & p13 & p12 & p11 & p10 & p9 & p8 & p7 & p6 & p5 & p4 & p3 & p2 & p1 & p0 & CIN);
endmodule
</file>
<file path="run.sh">
#!/bin/bash
# OpenROAD 26Q1-2900-gdf79404cd8, Yosys 0.63+post, stock flow scripts
make -C /OpenROAD-flow-scripts/flow DESIGN_CONFIG=/design/flow/config.mk WORK_HOME=/design/flow/orfs finish
</file>
<file path="config.mk">
export PLATFORM = sky130hd
export DESIGN_NAME = mbledhesiCLA
export DESIGN_NICKNAME = mbledhesiCLA
export VERILOG_FILES = /design/flow/design.v
export SDC_FILE = /design/flow/constraint.sdc
export NUM_CORES = 4
export LEC_CHECK = 1
export CORE_AREA = 10 10 87 87
export DIE_AREA = 0 0 97 97
</file>
<file path="constraint.sdc">
current_design mbledhesiCLA

set clk_period 5.5
set clk_io_pct 0.2

create_clock -name clk0 -period $clk_period

set non_clock_inputs [all_inputs -no_clocks]
set_input_delay [expr $clk_period * $clk_io_pct] -clock clk0 $non_clock_inputs
set_output_delay [expr $clk_period * $clk_io_pct] -clock clk0 [all_outputs]
</file>
==> changes_impl.md <==
## Implementation

* Cts-stage hold buffer count at 0
* Pin count of the biggest net entering global routing at 8
* Total gr overflow at 0
* Max-Slew Margin vs Limit at 0.764
* Net Switching at 0.0578 mW
* Finished Layout Cells at 213
* Standby leakage power at 0.551 nW
* Worst vdd rail ir drop at 0.0379 mV
* Kind of capture point of the worst setup path: primary output
* Endpoints failing hold at 0
* Pin slew with the least headroom to its limit at 354 ps
* Part of the total power dissipated in the clock network at 0
* Max_cap viols at 0
* Cell variety after synth at 33
* DRT Wirelength at 2.63 mm
* Share of cells above drive strength 1 at 0.0426
* Highest clock frequency the design can meet at 206 MHz
* Remaining routing DRC violations at 0
* Clock buffer cells at 0
* Number of iterations in the first detailed-routing pass at 4
* Layer carrying the most global-route usage: met2
* Number of sequential storage elements at 0
* Postcts setup bufs at 0
* Sequential cell area at 0 um^2
* Power share of the sequential group at 0
* Top-level port count at 49
* Yosys cell count at 92
* Non-Filler Cell Area, Final at 1320 um^2
* Grt met3 use at 0.0129
* Worst Slack Setup Final at 636 ps
* Global placement routability congestion at 0.772
* Vias in the first global route at 855
* Post-route antenna net violation count at 0
* Number of warning messages in the logs at 32
* Yosys-reported design area after synthesis at 738 um^2
* Total Neg Setup Slack at 0 ps
* Post-Synthesis Mean Instance Area at 8.02 um^2
* Vias per Instance at 4.00
* Filler Cell Count at 615
* Setup crit start kind: input port
* Number of antenna violations at the first check in global routing at 0
* Worst min path class: input port to primary output
* Netlist Area Pre-Place at 738 um^2
* Width of the die at 97 um
* RSZ-0062 raised after global routing: false
* Crit path arrival time at 3760 ps
* Cell total after placement at 213
* Syn. warnings at 0
* Cell-internal power at 0.0980 mW
* Biggest fanout along the worst timing path at 7
* Number of vias in the routed layout at 852
* PwrDens at 118 nW/um^2
* Pre-CTS setup slack at 595 ps
* Ratio of final minimum period to clock period at 0.884
* First-pass GRT wire length at 4.22 mm
* Height of the chip at 97 um
* Data required time at the worst endpoint at 4400 ps
* Standard cell area after detailed placement at 1320 um^2
* Detailed-placement wirelength estimate at 2.41 mm
* Chip area at 9410 um^2
* Switch share at 0.371
* Time the worst path needs with I/O delays and setup at 4860 ps
* Met2 layer usage reported by global route at 0.0895
* Routed wirelength normalized by instance count at 12.3 um
* Part of the power in combinational logic at 1.000
* Buffers added on ports at 49
* Core region area at 5640 um^2
* Worst Path Class, Setup: input port to primary output
* Layout-stage area growth over the synthesis result at 78.6%
* GR Util met1 at 0.0692
* Final tally of setup violations at 0
* Init Core Util at 0.131
* Proportion of synthesized chip area in sequential cells at 0
* Number of standard cells after synthesis at 92
* Detailed Route Iter0 Violations at 29
* Ant diodes at 0
* Final number of max-transition violations at 0
* Post-CTS Resized at 0
* Result of the run: finished, final reports clean
* Standard-cell rows at 27
* Tot GR Track Use at 0.0526
## metrics by stage
step / hold WS, ps / util / power (mW)
after floorplan: 2370 / - / 0.0704
after global placement: 3290 / 0.234 / 0.158
after detailed placement: 3290 / 0.234 / 0.159
after CTS: 3300 / 0.234 / 0.160
after global routing: 3330 / 0.234 / 0.174
final: 3280 / 0.234 / 0.156
## path summary, 6_finish.rpt
kind | from | to | cells after the start
setup / recovery | A[0] | S[12] | 8
hold / removal | B[5] | S[5] | 4
## layer usage
metal,share of wire,up-vias
met3,0.056,0
met5,0,-
met1,0.49,369
li1,-,460
met2,0.46,23
met4,0,0
## Yosys cell counts (3+ instances only)
master    number  share of area
xor2_1         6          0.071
o21ai_0        4          0.027
a21oi_1        8          0.054
ha_1          15           0.25
a21o_1         3          0.031
or3_1          6          0.051
nor2_1         5          0.025
a211oi_1       4          0.041
xnor2_1        4          0.047
inv_1          8          0.041
## worst max-delay path: stages
cell	delay, ps
clkdlybuf4s50_1	420
ha_1	320
a211o_1	370
a2111oi_4	400
o211ai_4	160
a2111oi_0	370
or3_1	160
clkdlybuf4s50_1	460
## cells in the final DEF, fill, tap and decap left out, types with 2 or more instances in the layout
cell type | synthesis | final
xnor2_1 | 4 | 4
nor2_1 | 5 | 5
o21ai_0 | 4 | 4
a21o_2 | 2 | 2
a211oi_1 | 4 | 4
nand2_1 | 2 | 2
o21a_1 | 2 | 2
or3_1 | 6 | 6
a211o_1 | 2 | 2
a21o_1 | 3 | 3
xor2_1 | 6 | 6
inv_1 | 8 | 8
clkdlybuf4s50_1 | 0 | 49
o211ai_1 | 2 | 2
ha_1 | 15 | 15
nand3_1 | 2 | 2
a21oi_1 | 8 | 8
## power by group through the flow
| stage | sequential, mW | clock, mW | combinational (mW) |
|---|---|---|---|
| final | 0 | 0 | 0.156 |
| after global routing | 0 | 0 | 0.174 |
| after CTS | 0 | 0 | 0.160 |
## final cells by class
class | count | area [um^2] | share of cell area
inverters | 8 | 30.0 | 0.0228
multi-input cells | 84 | 708 | 0.537
well taps | 72 | 90.1 | 0.0683
repair buffers | 49 | 490 | 0.372
## cell families (layout without fill, tap and decap cells)
family                   Yosys count  after routing  synth area share
buffers and inverters              8             57            0.0407
adder cells (fa/ha/maj)           16             16             0.281
AND-OR/OR-AND                     38             38             0.415
XOR/XNOR                          10             10             0.119
AND/OR/NAND/NOR                   20             20             0.144
Power is estimated from default activity; no workload was simulated.
